==> /design/flow/design.v <==
module lfsr #(
    parameter N = 8  
)
(
    rst,
    clk,
    num
);
input                 rst;   
input                 clk;   
output  [N - 1 : 0]   num;   
reg     [N - 1 : 0]   lfsr_reg;
reg                   taps_result;
assign num = lfsr_reg;
always @*
begin
    case(N)
        3   : taps_result = lfsr_reg[2] ~^ lfsr_reg[1];
        4   : taps_result = lfsr_reg[3] ~^ lfsr_reg[2];
        5   : taps_result = lfsr_reg[4] ~^ lfsr_reg[2];
        6   : taps_result = lfsr_reg[5] ~^ lfsr_reg[4];
        7   : taps_result = lfsr_reg[6] ~^ lfsr_reg[5];
        8   : taps_result = lfsr_reg[7] ~^ lfsr_reg[5] ~^ lfsr_reg[4] ~^ lfsr_reg[3];
        9   : taps_result = lfsr_reg[8] ~^ lfsr_reg[4];
        10  : taps_result = lfsr_reg[9] ~^ lfsr_reg[6];
        11  : taps_result = lfsr_reg[10] ~^ lfsr_reg[8];
        12  : taps_result = lfsr_reg[11] ~^ lfsr_reg[5] ~^ lfsr_reg[3] ~^ lfsr_reg[0];
        13  : taps_result = lfsr_reg[12] ~^ lfsr_reg[3] ~^ lfsr_reg[2] ~^ lfsr_reg[0];
        14  : taps_result = lfsr_reg[13] ~^ lfsr_reg[4] ~^ lfsr_reg[2] ~^ lfsr_reg[0];
        15  : taps_result = lfsr_reg[14] ~^ lfsr_reg[13];
        16  : taps_result = lfsr_reg[15] ~^ lfsr_reg[14] ~^ lfsr_reg[12] ~^ lfsr_reg[3];
        17  : taps_result = lfsr_reg[16] ~^ lfsr_reg[13];
        18  : taps_result = lfsr_reg[17] ~^ lfsr_reg[10];
        19  : taps_result = lfsr_reg[18] ~^ lfsr_reg[5] ~^ lfsr_reg[1] ~^ lfsr_reg[0];
        20  : taps_result = lfsr_reg[19] ~^ lfsr_reg[16];
        21  : taps_result = lfsr_reg[20] ~^ lfsr_reg[18];
        22  : taps_result = lfsr_reg[21] ~^ lfsr_reg[20];
        23  : taps_result = lfsr_reg[22] ~^ lfsr_reg[17];
        24  : taps_result = lfsr_reg[23] ~^ lfsr_reg[22] ~^ lfsr_reg[21] ~^ lfsr_reg[16];
        25  : taps_result = lfsr_reg[24] ~^ lfsr_reg[21];
        26  : taps_result = lfsr_reg[25] ~^ lfsr_reg[5] ~^ lfsr_reg[1] ~^ lfsr_reg[0];
        27  : taps_result = lfsr_reg[26] ~^ lfsr_reg[4] ~^ lfsr_reg[1] ~^ lfsr_reg[0];
        28  : taps_result = lfsr_reg[27] ~^ lfsr_reg[24];
        29  : taps_result = lfsr_reg[28] ~^ lfsr_reg[26];
        30  : taps_result = lfsr_reg[29] ~^ lfsr_reg[5] ~^ lfsr_reg[3] ~^ lfsr_reg[0];
        31  : taps_result = lfsr_reg[30] ~^ lfsr_reg[27];
        32  : taps_result = lfsr_reg[31] ~^ lfsr_reg[21] ~^ lfsr_reg[1] ~^ lfsr_reg[0];
        33  : taps_result = lfsr_reg[32] ~^ lfsr_reg[19];
        34  : taps_result = lfsr_reg[33] ~^ lfsr_reg[26] ~^ lfsr_reg[1] ~^ lfsr_reg[0];
        35  : taps_result = lfsr_reg[34] ~^ lfsr_reg[32];
        36  : taps_result = lfsr_reg[35] ~^ lfsr_reg[24];
        37  : taps_result = lfsr_reg[36] ~^ lfsr_reg[4] ~^ lfsr_reg[3] ~^ lfsr_reg[2] ~^ lfsr_reg[1] ~^ lfsr_reg[0];
        38  : taps_result = lfsr_reg[37] ~^ lfsr_reg[5] ~^ lfsr_reg[4] ~^ lfsr_reg[0];
        39  : taps_result = lfsr_reg[38] ~^ lfsr_reg[34];
        40  : taps_result = lfsr_reg[39] ~^ lfsr_reg[37] ~^ lfsr_reg[20] ~^ lfsr_reg[18];
        41  : taps_result = lfsr_reg[40] ~^ lfsr_reg[37];
        42  : taps_result = lfsr_reg[41] ~^ lfsr_reg[40] ~^ lfsr_reg[19] ~^ lfsr_reg[18];
        43  : taps_result = lfsr_reg[42] ~^ lfsr_reg[41] ~^ lfsr_reg[37] ~^ lfsr_reg[36];
        44  : taps_result = lfsr_reg[43] ~^ lfsr_reg[42] ~^ lfsr_reg[17] ~^ lfsr_reg[16];
        45  : taps_result = lfsr_reg[44] ~^ lfsr_reg[43] ~^ lfsr_reg[41] ~^ lfsr_reg[40];
        46  : taps_result = lfsr_reg[45] ~^ lfsr_reg[44] ~^ lfsr_reg[25] ~^ lfsr_reg[24];
        47  : taps_result = lfsr_reg[46] ~^ lfsr_reg[41];
        48  : taps_result = lfsr_reg[47] ~^ lfsr_reg[46] ~^ lfsr_reg[20] ~^ lfsr_reg[19];
        49  : taps_result = lfsr_reg[48] ~^ lfsr_reg[39];
        50  : taps_result = lfsr_reg[49] ~^ lfsr_reg[48] ~^ lfsr_reg[23] ~^ lfsr_reg[22];
        51  : taps_result = lfsr_reg[50] ~^ lfsr_reg[49] ~^ lfsr_reg[35] ~^ lfsr_reg[34];
        52  : taps_result = lfsr_reg[51] ~^ lfsr_reg[48];
        53  : taps_result = lfsr_reg[52] ~^ lfsr_reg[51] ~^ lfsr_reg[37] ~^ lfsr_reg[36];
        54  : taps_result = lfsr_reg[53] ~^ lfsr_reg[52] ~^ lfsr_reg[17] ~^ lfsr_reg[16];
        55  : taps_result = lfsr_reg[54] ~^ lfsr_reg[30];
        56  : taps_result = lfsr_reg[55] ~^ lfsr_reg[54] ~^ lfsr_reg[34] ~^ lfsr_reg[33];
        57  : taps_result = lfsr_reg[56] ~^ lfsr_reg[49];
        58  : taps_result = lfsr_reg[57] ~^ lfsr_reg[38];
        59  : taps_result = lfsr_reg[58] ~^ lfsr_reg[57] ~^ lfsr_reg[37] ~^ lfsr_reg[36];
        60  : taps_result = lfsr_reg[59] ~^ lfsr_reg[58];
        61  : taps_result = lfsr_reg[60] ~^ lfsr_reg[59] ~^ lfsr_reg[45] ~^ lfsr_reg[44];
        62  : taps_result = lfsr_reg[61] ~^ lfsr_reg[60] ~^ lfsr_reg[5] ~^ lfsr_reg[4];
        63  : taps_result = lfsr_reg[62] ~^ lfsr_reg[61];
        64  : taps_result = lfsr_reg[63] ~^ lfsr_reg[62] ~^ lfsr_reg[60] ~^ lfsr_reg[59];
        65  : taps_result = lfsr_reg[64] ~^ lfsr_reg[46];
        66  : taps_result = lfsr_reg[65] ~^ lfsr_reg[64] ~^ lfsr_reg[56] ~^ lfsr_reg[55];
        67  : taps_result = lfsr_reg[66] ~^ lfsr_reg[65] ~^ lfsr_reg[57] ~^ lfsr_reg[56];
        68  : taps_result = lfsr_reg[67] ~^ lfsr_reg[58];
        69  : taps_result = lfsr_reg[68] ~^ lfsr_reg[66] ~^ lfsr_reg[41] ~^ lfsr_reg[39];
        70  : taps_result = lfsr_reg[69] ~^ lfsr_reg[68] ~^ lfsr_reg[54] ~^ lfsr_reg[53];
        71  : taps_result = lfsr_reg[70] ~^ lfsr_reg[64];
        72  : taps_result = lfsr_reg[71] ~^ lfsr_reg[65] ~^ lfsr_reg[24] ~^ lfsr_reg[18];
        73  : taps_result = lfsr_reg[72] ~^ lfsr_reg[47];
        74  : taps_result = lfsr_reg[73] ~^ lfsr_reg[72] ~^ lfsr_reg[58] ~^ lfsr_reg[57];
        75  : taps_result = lfsr_reg[74] ~^ lfsr_reg[73] ~^ lfsr_reg[64] ~^ lfsr_reg[63];
        76  : taps_result = lfsr_reg[75] ~^ lfsr_reg[74] ~^ lfsr_reg[40] ~^ lfsr_reg[39];
        77  : taps_result = lfsr_reg[76] ~^ lfsr_reg[75] ~^ lfsr_reg[46] ~^ lfsr_reg[45];
        78  : taps_result = lfsr_reg[77] ~^ lfsr_reg[76] ~^ lfsr_reg[58] ~^ lfsr_reg[57];
        79  : taps_result = lfsr_reg[78] ~^ lfsr_reg[69];
        80  : taps_result = lfsr_reg[79] ~^ lfsr_reg[78] ~^ lfsr_reg[42] ~^ lfsr_reg[41];
        81  : taps_result = lfsr_reg[80] ~^ lfsr_reg[76];
        82  : taps_result = lfsr_reg[81] ~^ lfsr_reg[78] ~^ lfsr_reg[46] ~^ lfsr_reg[43];
        83  : taps_result = lfsr_reg[82] ~^ lfsr_reg[81] ~^ lfsr_reg[37] ~^ lfsr_reg[36];
        84  : taps_result = lfsr_reg[83] ~^ lfsr_reg[70];
        85  : taps_result = lfsr_reg[84] ~^ lfsr_reg[83] ~^ lfsr_reg[57] ~^ lfsr_reg[56];
        86  : taps_result = lfsr_reg[85] ~^ lfsr_reg[84] ~^ lfsr_reg[73] ~^ lfsr_reg[72];
        87  : taps_result = lfsr_reg[86] ~^ lfsr_reg[73];
        88  : taps_result = lfsr_reg[87] ~^ lfsr_reg[86] ~^ lfsr_reg[16] ~^ lfsr_reg[15];
        89  : taps_result = lfsr_reg[88] ~^ lfsr_reg[50];
        90  : taps_result = lfsr_reg[89] ~^ lfsr_reg[88] ~^ lfsr_reg[71] ~^ lfsr_reg[70];
        91  : taps_result = lfsr_reg[90] ~^ lfsr_reg[89] ~^ lfsr_reg[7] ~^ lfsr_reg[6];
        92  : taps_result = lfsr_reg[91] ~^ lfsr_reg[90] ~^ lfsr_reg[79] ~^ lfsr_reg[78];
        93  : taps_result = lfsr_reg[92] ~^ lfsr_reg[90];
        94  : taps_result = lfsr_reg[93] ~^ lfsr_reg[72];
        95  : taps_result = lfsr_reg[94] ~^ lfsr_reg[83];
        96  : taps_result = lfsr_reg[95] ~^ lfsr_reg[93] ~^ lfsr_reg[48] ~^ lfsr_reg[46];
        97  : taps_result = lfsr_reg[96] ~^ lfsr_reg[90];
        98  : taps_result = lfsr_reg[97] ~^ lfsr_reg[86];
        99  : taps_result = lfsr_reg[98] ~^ lfsr_reg[96] ~^ lfsr_reg[53] ~^ lfsr_reg[51];
        100 : taps_result = lfsr_reg[99] ~^ lfsr_reg[62];
        101 : taps_result = lfsr_reg[100] ~^ lfsr_reg[99] ~^ lfsr_reg[94] ~^ lfsr_reg[93];
        102 : taps_result = lfsr_reg[101] ~^ lfsr_reg[100] ~^ lfsr_reg[35] ~^ lfsr_reg[34];
        103 : taps_result = lfsr_reg[102] ~^ lfsr_reg[93];
        104 : taps_result = lfsr_reg[103] ~^ lfsr_reg[102] ~^ lfsr_reg[93] ~^ lfsr_reg[92];
        105 : taps_result = lfsr_reg[104] ~^ lfsr_reg[88];
        106 : taps_result = lfsr_reg[105] ~^ lfsr_reg[90];
        107 : taps_result = lfsr_reg[106] ~^ lfsr_reg[104] ~^ lfsr_reg[43] ~^ lfsr_reg[41];
        108 : taps_result = lfsr_reg[107] ~^ lfsr_reg[76];
        109 : taps_result = lfsr_reg[108] ~^ lfsr_reg[107] ~^ lfsr_reg[102] ~^ lfsr_reg[101];
        110 : taps_result = lfsr_reg[109] ~^ lfsr_reg[108] ~^ lfsr_reg[97] ~^ lfsr_reg[96];
        111 : taps_result = lfsr_reg[110] ~^ lfsr_reg[100];
        112 : taps_result = lfsr_reg[111] ~^ lfsr_reg[109] ~^ lfsr_reg[68] ~^ lfsr_reg[66];
        113 : taps_result = lfsr_reg[112] ~^ lfsr_reg[103];
        114 : taps_result = lfsr_reg[113] ~^ lfsr_reg[112] ~^ lfsr_reg[32] ~^ lfsr_reg[31];
        115 : taps_result = lfsr_reg[114] ~^ lfsr_reg[113] ~^ lfsr_reg[100] ~^ lfsr_reg[99];
        116 : taps_result = lfsr_reg[115] ~^ lfsr_reg[114] ~^ lfsr_reg[45] ~^ lfsr_reg[44];
        117 : taps_result = lfsr_reg[116] ~^ lfsr_reg[114] ~^ lfsr_reg[98] ~^ lfsr_reg[96];
        118 : taps_result = lfsr_reg[117] ~^ lfsr_reg[84];
        119 : taps_result = lfsr_reg[118] ~^ lfsr_reg[110];
        120 : taps_result = lfsr_reg[119] ~^ lfsr_reg[112] ~^ lfsr_reg[8] ~^ lfsr_reg[1];
        121 : taps_result = lfsr_reg[120] ~^ lfsr_reg[102];
        122 : taps_result = lfsr_reg[121] ~^ lfsr_reg[120] ~^ lfsr_reg[62] ~^ lfsr_reg[61];
        123 : taps_result = lfsr_reg[122] ~^ lfsr_reg[120];
        124 : taps_result = lfsr_reg[123] ~^ lfsr_reg[86];
        125 : taps_result = lfsr_reg[124] ~^ lfsr_reg[123] ~^ lfsr_reg[17] ~^ lfsr_reg[16];
        126 : taps_result = lfsr_reg[125] ~^ lfsr_reg[124] ~^ lfsr_reg[89] ~^ lfsr_reg[88];
        127 : taps_result = lfsr_reg[126] ~^ lfsr_reg[125];
        128 : taps_result = lfsr_reg[127] ~^ lfsr_reg[125] ~^ lfsr_reg[100] ~^ lfsr_reg[98];
        129 : taps_result = lfsr_reg[128] ~^ lfsr_reg[123];
        130 : taps_result = lfsr_reg[129] ~^ lfsr_reg[126];
        131 : taps_result = lfsr_reg[130] ~^ lfsr_reg[129] ~^ lfsr_reg[83] ~^ lfsr_reg[82];
        132 : taps_result = lfsr_reg[131] ~^ lfsr_reg[102];
        133 : taps_result = lfsr_reg[132] ~^ lfsr_reg[131] ~^ lfsr_reg[81] ~^ lfsr_reg[80];
        134 : taps_result = lfsr_reg[133] ~^ lfsr_reg[76];
        135 : taps_result = lfsr_reg[134] ~^ lfsr_reg[123];
        136 : taps_result = lfsr_reg[135] ~^ lfsr_reg[134] ~^ lfsr_reg[10] ~^ lfsr_reg[9];
        137 : taps_result = lfsr_reg[136] ~^ lfsr_reg[115];
        138 : taps_result = lfsr_reg[137] ~^ lfsr_reg[136] ~^ lfsr_reg[130] ~^ lfsr_reg[129];
        139 : taps_result = lfsr_reg[138] ~^ lfsr_reg[135] ~^ lfsr_reg[133] ~^ lfsr_reg[130];
        140 : taps_result = lfsr_reg[139] ~^ lfsr_reg[110];
        141 : taps_result = lfsr_reg[140] ~^ lfsr_reg[139] ~^ lfsr_reg[109] ~^ lfsr_reg[108];
        142 : taps_result = lfsr_reg[141] ~^ lfsr_reg[120];
        143 : taps_result = lfsr_reg[142] ~^ lfsr_reg[141] ~^ lfsr_reg[122] ~^ lfsr_reg[121];
        144 : taps_result = lfsr_reg[143] ~^ lfsr_reg[142] ~^ lfsr_reg[74] ~^ lfsr_reg[73];
        145 : taps_result = lfsr_reg[144] ~^ lfsr_reg[92];
        146 : taps_result = lfsr_reg[145] ~^ lfsr_reg[144] ~^ lfsr_reg[86] ~^ lfsr_reg[85];
        147 : taps_result = lfsr_reg[146] ~^ lfsr_reg[145] ~^ lfsr_reg[109] ~^ lfsr_reg[108];
        148 : taps_result = lfsr_reg[147] ~^ lfsr_reg[120];
        149 : taps_result = lfsr_reg[148] ~^ lfsr_reg[147] ~^ lfsr_reg[39] ~^ lfsr_reg[38];
        150 : taps_result = lfsr_reg[149] ~^ lfsr_reg[96];
        151 : taps_result = lfsr_reg[150] ~^ lfsr_reg[147];
        152 : taps_result = lfsr_reg[151] ~^ lfsr_reg[150] ~^ lfsr_reg[86] ~^ lfsr_reg[85];
        153 : taps_result = lfsr_reg[152] ~^ lfsr_reg[151];
        154 : taps_result = lfsr_reg[153] ~^ lfsr_reg[151] ~^ lfsr_reg[26] ~^ lfsr_reg[24];
        155 : taps_result = lfsr_reg[154] ~^ lfsr_reg[153] ~^ lfsr_reg[123] ~^ lfsr_reg[122];
        156 : taps_result = lfsr_reg[155] ~^ lfsr_reg[154] ~^ lfsr_reg[40] ~^ lfsr_reg[39];
        157 : taps_result = lfsr_reg[156] ~^ lfsr_reg[155] ~^ lfsr_reg[130] ~^ lfsr_reg[129];
        158 : taps_result = lfsr_reg[157] ~^ lfsr_reg[156] ~^ lfsr_reg[131] ~^ lfsr_reg[130];
        159 : taps_result = lfsr_reg[158] ~^ lfsr_reg[127];
        160 : taps_result = lfsr_reg[159] ~^ lfsr_reg[158] ~^ lfsr_reg[141] ~^ lfsr_reg[140];
        161 : taps_result = lfsr_reg[160] ~^ lfsr_reg[142];
        162 : taps_result = lfsr_reg[161] ~^ lfsr_reg[160] ~^ lfsr_reg[74] ~^ lfsr_reg[73];
        163 : taps_result = lfsr_reg[162] ~^ lfsr_reg[161] ~^ lfsr_reg[103] ~^ lfsr_reg[102];
        164 : taps_result = lfsr_reg[163] ~^ lfsr_reg[162] ~^ lfsr_reg[150] ~^ lfsr_reg[149];
        165 : taps_result = lfsr_reg[164] ~^ lfsr_reg[163] ~^ lfsr_reg[134] ~^ lfsr_reg[133];
        166 : taps_result = lfsr_reg[165] ~^ lfsr_reg[164] ~^ lfsr_reg[127] ~^ lfsr_reg[126];
        167 : taps_result = lfsr_reg[166] ~^ lfsr_reg[160];
        168 : taps_result = lfsr_reg[167] ~^ lfsr_reg[165] ~^ lfsr_reg[152] ~^ lfsr_reg[150];
    endcase
end
always @(negedge rst or posedge clk)
begin
    if (!rst)
        lfsr_reg <= 'd1;
    else
        lfsr_reg <= {lfsr_reg[N - 2 : 0], taps_result};
end    
endmodule
==> /design/flow/run.sh <==
#!/bin/bash
# OpenROAD 26Q1-2900-gdf79404cd8, Yosys 0.63+post, stock flow scripts
make -C /OpenROAD-flow-scripts/flow DESIGN_CONFIG=/design/flow/config.mk WORK_HOME=/design/flow/orfs finish
==> /design/flow/config.mk <==
export PLATFORM = sky130hd
export DESIGN_NAME = lfsr
export DESIGN_NICKNAME = lfsr
export VERILOG_FILES = /design/flow/design.v
export SDC_FILE = /design/flow/constraint.sdc
export NUM_CORES = 4
export LEC_CHECK = 1
export CORE_AREA = 10 10 70 70
export DIE_AREA = 0 0 80 80
==> /design/flow/constraint.sdc <==
current_design lfsr

set clk_period 1.5
set clk_io_pct 0.2

create_clock -name clk0 -period $clk_period [get_ports {clk}]

set non_clock_inputs [all_inputs -no_clocks]
set_input_delay [expr $clk_period * $clk_io_pct] -clock clk0 $non_clock_inputs
set_output_delay [expr $clk_period * $clk_io_pct] -clock clk0 [all_outputs]
==> flow_summary_export.csv <==
group,metric,value,unit
drt,via_count,142,
drt,wirelength,546,microns
critical_path,timing.rr.start,"lfsr_reg[4]",
synthesis,most_common_cell,"dfrtp_1",
clock_network,cts-root-buf,"clkbuf_4",
power_and_ir_drop,power_density,955,nW/um^2
synthesis,syn_inst,11,
power_and_ir_drop,power_leakage,0.149,nW
clock_network,numCtsBuffers,3,
drt,antenna_cells,0,
global_routing,grt-ovfl-total,0,
placed_design,io_buffers,9,
clock_network,ctsHoldBuffers,0,
critical_path,path_class,"reg2out",
critical_path,cp_max_fo,3,
drt,routed_via_density,1.97,
synthesis,edf_count,0,
sta,maxSlewHeadroom,78.4,%
synthesis,synthArstFlopShare,100,%
sta,hold_violations,0,
synthesis,synth.distinct_cells,3,
synthesis,syn_area_per_cell,20.7,sq um
floorplan,die_area,6400,sq um
floorplan,io_pins,10,
flow_run,maxCapViolCount,0,
power_and_ir_drop,p_comb_share,1.5,%
flow_run,log.warning_count,25,
critical_path,crit_buf_inv,1,
critical_path,start_kind,"flip-flop",
drt,drt-initial-drc-count,0,
finish,final_cell_count_no_fill,72,
global_routing,grt_pass1_wl,903,microns
critical_path,slowest_stage,"clkdlybuf4s50_1",
sta,fin_crit,1.44,ns
synthesis,yosys_area,228,sq um
critical_path,r2r-end,"lfsr_reg[0]",
synthesis,numSynthFlops,8,
critical_path,reg2regPathDepth,3,
drt,wire_per_inst,7.58,microns
synthesis,common_cells,"dfrtp_1, xnor2_1, dfstp_2",
sta,max_slew.worst_pin.slew,0.323,ns
synthesis,netlist_area,228,sq um
critical_path,crit_path_max_incr_delay,0.50,ns
drt,ant_nets,0,
global_routing,grt_util_all_layers,1.96,%
placed_design,place_hpwl,441,microns
power_and_ir_drop,power_switching,0.0764,mW
critical_path,crit_family,"buffers and inverters",
finish,n_fill_cell,397,
sta,timing.final.ws_setup,0.0641,ns
sta,skew,0.00801,ns
critical_path,worstSetupPathDepth,1,
finish,final_layout_size_suffix_gt1_share,23.1,%
floorplan,core,3420,sq um
worst_hold_path,min_path_type,"in2async",
drt,drc,0,
clock_network,clk_pin_slew,0.06,ns
sta,rsz0062_at_grt,"false",
synthesis,synth_top_area_share,76.9,%
sta,max_freq,0.696,GHz
critical_path,cp-end-kind,"output port",
sta,min_period_over_period,95.7,%
floorplan,die_width,80,microns
sta,setup_violations,0,
sta,tns,0,ns
power_and_ir_drop,clock_power_share,44.0,%
power_and_ir_drop,p_seq_share,54.5,%
global_routing,grt_pass1_vias,181,
finish,largest_reg_flops,8,
synthesis,yosysWarnings,1,
sta,timing.hold.ws,0.301,ns
clock_network,clock-sinks,8,
clock_network,htree_levels,1,
finish,syn_to_final_growth,82.4,%
critical_path,worstPathCellList,"clkdlybuf4s50_1",
finish,fin_area,415,sq um
placed_design,place_ws,0.229,ns
global_routing,grt_max_degree,9,
floorplan,fp_util,6.67,%
clock_network,clk_latency,0.26,ns
outcome,status,"finished clean",
placed_design,dpl_cell_area,375,sq um
global_routing,antenna_found_initial,0,
synthesis,postSynthSeqShare,88.5,%
synthesis,top_cells_by_area,"dfrtp_1, dfstp_2, xnor2_1",
placed_design,place_congestion,0.677,
sta,drv_slew,0,
critical_path,r2r_setup_slack,0.53,ns
synthesis,ys_cells,11,
clock_network,clock_path_buffers,2,
synthesis,synthFlopType,"dfrtp_1",
critical_path,worst_ep_arrival_time,1.14,ns
floorplan,num_rows,21,
critical_path,cp.required,1.20,ns
placed_design,placedCellCount,66,
power_and_ir_drop,total_power,0.397,mW
power_and_ir_drop,switching_share,19.3,%
synthesis,yosysTopAreaCell,"dfrtp_1",
finish,final_core_util,12.2,%
power_and_ir_drop,internal-power,0.320,mW
drt,drt_pass1_iterations,1,
floorplan,fp.dieH,80,microns
clock_network,cts_tree,"done",
power_and_ir_drop,ir_worst_vdd,0.000448,V
power groups by stage:
stage	registers (mW)	logic, mW	clock network (mW)
4_1_cts	0.216	0.00626	0.183
6_report	0.216	0.00586	0.175
5_1_grt	0.216	0.00683	0.203
how the worst max path moves through the flow:
| stage | startpoint | endpoint | slack, ns |
|---|---|---|---|
| after CTS | lfsr_reg[4] | num[4] | 0.03 |
| after global routing | lfsr_reg[4] | num[4] | 0.004 |
| final | lfsr_reg[4] | num[4] | 0.06 |
cell type report:
class	count	area (sq um)	share of cell area [%]
Clock buffer	4	26.3	6.33
Multi-Input combinational cell	3	26.3	6.33
Sequential cell	8	201	48.5
Tap cell	46	57.6	13.9
Timing Repair Buffer	11	104	25.0
repair_timing:
| item | 4_1_cts | 5_1_grt |
|---|---|---|
| endpoints found under the setup margin | 1 | 2 |
| setup buffers | 0 | 2 |
| cloned | 0 | 0 |
| resized | 1 | 0 |
per-layer routing:
metal / up-vias / track usage [%] / part of all wire, %
li1: 63 / - / -
met1: 65 / 2.78 / 57
met2: 14 / 1.61 / 23
met3: 0 / 2.50 / 21
met4: 0 / 0.176 / 0
met5: - / 0 / 0
cells in the final DEF, fill, tap and decap left out:
| cell | instances |
|---|---|
| clkbuf_4 | 3 |
| dlygate4sd2_1 | 1 |
| clkbuf_1 | 1 |
| xnor2_1 | 3 |
| clkdlybuf4s50_1 | 8 |
| dfstp_2 | 1 |
| buf_4 | 2 |
| dfrtp_1 | 7 |
kinds of logic after synthesis:
logic type / Yosys count / share of synthesized area [%]
DFF: 8 / 88.5
xor gates and xnor gates: 3 / 11.5
Power and IR drop assume default switching activity.
